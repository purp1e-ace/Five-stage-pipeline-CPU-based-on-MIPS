### ./config.mk
export PLATFORM = sky130hd
export DESIGN_NAME = forward_mux
export DESIGN_NICKNAME = forward_mux
export VERILOG_FILES = /design/flow/design.v
export SDC_FILE = /design/flow/constraint.sdc
export NUM_CORES = 4
export LEC_CHECK = 1
export CORE_AREA = 10 10 220 220
export DIE_AREA = 0 0 230 230
### ./constraint.sdc
current_design forward_mux

set clk_period 5.8
set clk_io_pct 0.2

create_clock -name clk0 -period $clk_period

set non_clock_inputs [all_inputs -no_clocks]
set_input_delay [expr $clk_period * $clk_io_pct] -clock clk0 $non_clock_inputs
set_output_delay [expr $clk_period * $clk_io_pct] -clock clk0 [all_outputs]
### ./design.v
`timescale 1ns / 1ps
module forward_mux(
    input [31:0] RS_E,
    input [31:0] RT_E,
    input [31:0] RT_M,
    input [31:0] RF_WD,
    input [31:0] AO_M,
	 input [31:0] MDO_M,
	 input [31:0] MD_out,
    input [31:0] PC8_E,
    input [31:0] PC8_M,
    input [31:0] PC8_W,
    input [31:0] RF_RD1,
    input [31:0] RF_RD2,
    input [2:0] forwardRSD,
    input [2:0] forwardRTD,
    input [2:0] forwardRSE,
    input [2:0] forwardRTE,
    input [2:0] forwardRTM,
    output reg [31:0] MFRSD,
    output reg [31:0] MFRTD,
    output reg [31:0] MFRSE,
    output reg [31:0] MFRTE,
    output reg [31:0] MFRTM
    );
	 always @(*) begin
		case(forwardRSD)
			3'b000: MFRSD = RF_RD1;
			3'b001: MFRSD = AO_M;
			3'b010: MFRSD = RF_WD;
			3'b011: MFRSD = PC8_E;
			3'b100: MFRSD = PC8_M;
			3'b101: MFRSD = PC8_W;
			3'b110: MFRSD = MD_out;
			3'b111: MFRSD = MDO_M;
		endcase
	 end
	 always @(*) begin
		case(forwardRTD)
			3'b000: MFRTD = RF_RD2;
			3'b001: MFRTD = AO_M;
			3'b010: MFRTD = RF_WD;
			3'b011: MFRTD = PC8_E;
			3'b100: MFRTD = PC8_M;
			3'b101: MFRTD = PC8_W;
			3'b110: MFRTD = MD_out;
			3'b111: MFRTD = MDO_M;
		endcase
	 end
	 always @(*) begin
		case(forwardRSE)
			3'b000: MFRSE = RS_E;
			3'b001: MFRSE = AO_M;
			3'b010: MFRSE = RF_WD;
			3'b100: MFRSE = PC8_M;
			3'b101: MFRSE = PC8_W;
			3'b111: MFRSE = MDO_M;
		endcase
	 end
	 always @(*) begin
		case(forwardRTE)
			3'b000: MFRTE = RT_E;
			3'b001: MFRTE = AO_M;
			3'b010: MFRTE = RF_WD;
			3'b100: MFRTE = PC8_M;
			3'b101: MFRTE = PC8_W;
			3'b111: MFRTE = MDO_M;
		endcase
	 end
	 always @(*) begin
		case(forwardRTM)
			3'b000: MFRTM = RT_M;
			3'b010: MFRTM = RF_WD;
			3'b101: MFRTM = PC8_W;
		endcase
	 end
endmodule
### ./run.sh
#!/bin/bash
# OpenROAD 26Q1-2900-gdf79404cd8, Yosys 0.63+post, stock flow scripts
make -C /OpenROAD-flow-scripts/flow DESIGN_CONFIG=/design/flow/config.mk WORK_HOME=/design/flow/orfs finish
==> reports/qor.csv <==
stage,metric,value,unit
placed_design,port_buffers,559,
detailed_routing,routed.top_layer,met5,
synth,yosys_warnings,1,
floorplan,ios,559,
detailed_routing,drt_iter0_markers,1263,
synth,ys_cells,1249,
finish,area_growth,65.8,%
hold_path,hold_path_class,input pin to output pin,
finish,fin_area,0.0152,mm^2
power_and_ir_drop,powerDensity,85.5,mW/mm^2
setup_path,crit_required,4.64,ns
detailed_routing,routed_via_density,5.55,
synth,avgSynthCellArea,7.34,um^2
final_timing,max_freq,205,MHz
final_timing,unclocked_pins,96,
power_and_ir_drop,ir_drop,0.0613,mV
power_and_ir_drop,p_int,704,uW
global_routing,gr-total-overflow,0,
final_timing,max-slew-margin-rel,39.6,%
final_timing,maxSlewViolCount,0,
placed_design,dp_hpwl,53.4,mm
global_routing,grt_max_degree,58,
global_routing,grt_pass1_vias,13000,
floorplan,die-width,230,um
clock_tree,holdBufCountCts,0,
detailed_routing,ant_nets,0,
final_timing,fin_crit_sh,84.2,%
power_and_ir_drop,p_leak,0.00617,uW
power_and_ir_drop,switching_share,45.9,%
final_timing,hold_viol_final,0,
synth,synthCells,1249,
clock_tree,cts_resized,0,
detailed_routing,wl_per_cell,30.2,um
floorplan,chip_area,0.0529,mm^2
finish,logic_area,0.00713,mm^2
finish,nFillCells,4511,
clock_tree,cts_setup_buffers,0,
floorplan,std_cell_rows,76,
setup_path,endpoint_kind,output pin,
global_routing,antenna_found_initial,6,
detailed_routing,m1WireLength,27.5,mm
job,drv_cap,0,
detailed_routing,dr.pass1.iters,7,
finish,layout-drive-gt1-share,6.83,%
setup_path,startpoint_type,input pin,
global_routing,grt_use_total,25.1,%
global_routing,grt_pass1_wl,96.5,mm
synth,synthesis.area,0.00917,mm^2
setup_path,path_max_fanout,57,
placed_design,gp_congestion,0.928,
placed_design,placed_cell_area,0.0152,mm^2
floorplan,fp.coreArea,0.0434,mm^2
finish,regArea,0.00144,mm^2
setup_path,crit_type,input pin to output pin,
setup_path,startpoint,forwardRSD[1],
power_and_ir_drop,p_clk_share,0,%
detailed_routing,drc_errors,0,
power_and_ir_drop,p_sw,596,uW
synth,numSynthFlops,96,
synth,ys_area,0.00917,mm^2
synth,ys.flop_type,dlxtn_1,
floorplan,core_util_floorplan,21.2,%
final_timing,untimed_endpoints,192,
final_timing,setup_viol,0,
power_and_ir_drop,p_seq_share,6.7,%
floorplan,dieHeight,230,um
job,openroad.warnings,32,
synth,synth.distinct_cells,39,
final_timing,grt_setup_unrepaired,false,
setup_path,cp-endpoint,MFRSD[20],
outcome,status,finished clean,
final_timing,setup_tns,0,ns
synth,edf_count,0,
synth,async_flop_share,0,%
detailed_routing,via_count,12800,
final_timing,min_period,4.88,ns
setup_path,crit_arrival,3.72,ns
detailed_routing,wl,69.7,mm
detailed_routing,wl_met3,7.06,mm
final_timing,worst_slew_pin_slew,0.902,ns
detailed_routing,wl_met2,32.7,mm
power_and_ir_drop,combPwrFrac,93.3,%
==> cells in the mapped netlist, drive strengths merged, types with 7 or more instances <==
cell,number,area [um^2]
o22ai,30,188
buf,74,408
mux2,40,458
and2,9,56.3
o211ai,24,180
o22a,30,263
a221o,26,260
a221oi,12,105
o21ai,26,130
a222oi,32,320
nand2,182,683
clkbuf,60,228
nand2b,9,56.3
nor2b,33,206
dlxtn,96,1440
nor3b,26,195
mux2i,173,1730
a211oi,55,413
a21oi,74,370
a22oi,61,458
inv,7,26.3
nor2,109,412
a22o,40,350
==> routing by layer <==
metal	vias up	GRT usage, %
li1	5665	-
met1	6089	31.1
met2	910	41.6
met3	127	7.01
met4	4	7.87
met5	-	0
==> critical path: stages <==
cell and delay (ns):
buf_6 0.28, nand2b_2 0.55, buf_4 0.42, nor2_1 0.07, a211oi_1 0.56, o22a_1 0.21
clkdlybuf4s50_1 0.46
==> kinds of logic (layout without fill, tap and decap cells) <==
logic type      after synthesis  in the layout  share of synthesized area, %
other cells                   0              6                             0
compound gates              420            420                          34.0
latches                      96             96                          15.7
mux                         218            218                          25.1
xor+xnor                      2              2                         0.191
buf+inv                     141            606                          7.22
simple gates                372            372                          17.8
==> power by group through the flow <==
stage	Combinational [uW]	Clock [uW]	Sequential [uW]
CTS	1210	0	87.4
global route	1290	0.0000694	89.4
finish	1210	0.000123	87.3
==> how the worst min path moves through the flow <==
stage	slack [ns]	to	cells after the start	from
6_report	3.13	MFRSD[3]	4	forwardRSD[2]
4_1_cts	3.12	MFRSD[3]	4	forwardRSD[2]
5_1_grt	3.18	MFRSD[3]	4	forwardRSD[2]
==> state kept, by name, indices dropped and copies added, names as in the netlist <==
signal  flops
MFRSE      32
MFRTE      32
MFRTM      32
==> area by class of cell <==
| cell class | count | area share (%) |
|---|---|---|
| Antenna cell | 6 | 0.0987 |
| Inverter | 7 | 0.173 |
| Multi-Input combinational cell | 1012 | 46.9 |
| Sequential cell | 96 | 9.48 |
| Tap cell | 585 | 4.81 |
| Timing Repair Buffer | 599 | 38.5 |
==> placed cells by master, fill, tap and decap left out, drive strengths merged, types with 6 or more instances in the layout <==
| cell | synthesis | layout |
|---|---|---|
| nand2 | 182 | 182 |
| a211oi | 55 | 55 |
| o22ai | 30 | 30 |
| a221o | 26 | 26 |
| nand2b | 9 | 9 |
| clkdlybuf4s50 | 0 | 548 |
| diode | 0 | 6 |
| o21ai | 26 | 26 |
| a22oi | 61 | 61 |
| a22o | 40 | 40 |
| o211ai | 24 | 24 |
| mux2i | 173 | 173 |
| mux2 | 40 | 40 |
| a221oi | 12 | 12 |
| a21oi | 74 | 74 |
| buf | 74 | 51 |
| o22a | 30 | 30 |
| nor2b | 33 | 33 |
| nor2 | 109 | 109 |
| inv | 7 | 7 |
| nor3b | 26 | 26 |
| and2 | 9 | 9 |
| dlxtn | 96 | 96 |
| a222oi | 32 | 32 |
==> metrics by stage <==
stage	instances	hold slack, ns	setup slack [ns]	power, uW	util, %
3_5_place_dp	2299	3.12	0.945	1290	35.0
6_report	2305	3.13	0.916	1300	35.1
5_1_grt	2302	3.18	0.724	1380	35.1
3_3_place_gp	2299	3.12	0.971	1290	35.0
2_1_floorplan	1249	2.38	2.48	554	-
4_1_cts	2299	3.12	0.942	1300	35.0
No activity file was given, so power comes from the tool's default toggle rates.
