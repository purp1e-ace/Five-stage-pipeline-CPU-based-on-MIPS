==> config.mk <==
export PLATFORM = sky130hd
export DESIGN_NAME = MEM_WB
export DESIGN_NICKNAME = MEM_WB
export VERILOG_FILES = /design/flow/design.v
export SDC_FILE = /design/flow/constraint.sdc
export NUM_CORES = 4
export LEC_CHECK = 1
export CORE_AREA = 10 10 281 281
export DIE_AREA = 0 0 291 291
==> run.sh <==
#!/bin/bash
# OpenROAD 26Q1-2900-gdf79404cd8, Yosys 0.63+post, stock flow scripts
make -C /OpenROAD-flow-scripts/flow DESIGN_CONFIG=/design/flow/config.mk WORK_HOME=/design/flow/orfs finish
==> design.v <==
`timescale 1ns / 1ps
module MEM_WB(
    input clk,
    input reset,
    input [31:0] IR_M,
    input [31:0] PC_M,
    input [31:0] PC4_M,
    input [31:0] PC8_M,
    input [31:0] AO_M,
	 input [31:0] MDO_M,
    input [31:0] DM,
    output reg [31:0] IR_W,
    output reg [31:0] PC_W,
    output reg [31:0] PC4_W,
    output reg [31:0] PC8_W,
    output reg [31:0] AO_W,
	 output reg [31:0] MDO_W,
    output reg [31:0] DR_W
    );
	 initial begin
		IR_W = 32'h00000000;
	 end
	 always @(posedge clk) begin
		if(reset) begin
			IR_W = 32'h00000000;
		end
		else begin
			IR_W = IR_M;
			PC_W = PC_M;
			PC4_W = PC4_M;
			PC8_W = PC8_M;
			AO_W = AO_M;
			MDO_W = MDO_M;
			DR_W = DM;
		end
	 end
endmodule
==> constraint.sdc <==
current_design MEM_WB

set clk_period 1.0
set clk_io_pct 0.2

create_clock -name clk0 -period $clk_period [get_ports {clk}]

set non_clock_inputs [all_inputs -no_clocks]
set_input_delay [expr $clk_period * $clk_io_pct] -clock clk0 $non_clock_inputs
set_output_delay [expr $clk_period * $clk_io_pct] -clock clk0 [all_outputs]
==> Changelog: implementation <==
### Implementation results

- Status: finished with violations
- Failing checks: negative setup slack
- Max_cap viols: 0
- Post-route cell area: roughly 12,000 um^2
- Fill count: 7,957
- Post-route minimum period: 1.33 ns
- Clock-pin slew of the registers on the worst-case setup and hold paths: around 0.06 ns
- Final hold vios: 0
- Synth Warn #: 1
- Max frequency: ~750 MHz
- Net Sw Frac: 20.6%
- Yosys cell count: between 200 and 300
- Final worst setup slack: -0.326 ns
- Post-route ant nets: 0
- Chip Height: around 290 um
- Total Wirelength: 26.5 mm
- # H-tree levels: 1
- Area post-placement: 12,500 um^2
- Finished Layout Cells: approximately 1,700
- Die Span X: a little under 300 um
- Largest net degree at the start of global routing: roughly 41
- Pleak: around 4.5 nW
- Crit-path max FO: 1
- GRT overflow: 0
- Row count: slightly below 100
- Syn Inst Count: approximately 260
- Worst Setup Path Type: flip-flop to output port
- Synth cell count leaders: 192 x edfxtp_1, 32 x dfxtp_1, 32 x nor2b_1
- Place WS: -0.623 ns
- Register share after synthesis: a little over nine tenths
- Clock power share: between 30% and 40%
- Worst Max-Slew Pin Slew: 0.501 ns
- First-pass GRT wire length: between 30 and 40 mm
- Total GRT Usage: ~6%
- Hold Crit Start: IR_M[6]
- Power Density: approximately 1800 nW/um^2
- Net Switching: around 4.4 mW
- Ys async rst share: 0%
- CTS tree: done
- Clk sinks: between 200 and 250
- Mapped Area: 6630 um^2
- Synth area leaders: edfxtp_1 87%, dfxtp_1 9.7%, nor2b_1 3.0%
- Gpl congestion: around 0.84
- Core Box Area: about 73,000 um^2
- Unrepaired setup endpoints after global routing: yes
- Vias in the first global route: slightly below 5,000
- Slew Viols, Final: 0
- Finished Core Util: between 10% and 20%
- Maximum buffer depth of the clock tree: 3
- VDD IR-drop max: between 1 and 1.5 mV
- Wirelength per Cell: 15.3 um
- Post-synthesis area per instance: 25.5 um^2
- Final setup fails: approximately 220
- Largest stage delay, worst path: 0.42 ns
- Detailed Place HPWL: 21.6 mm
- TritonRoute pass-1 iters: 3
- Ratio of cells with drive above 1 in the final layout: ~37%
- Clock root buffer: clkbuf_16
- Synth top cell by count: edfxtp_1
- Cycle use final: 133%
- Via Count: approximately 4,300
- Inserted Clock Buffers: 25
- Worst path top cell family by delay: flip-flops
- Tool warning count: 28
- Dominant flop cell: edfxtp_1
- Critical path arrival: between 1 and 1.5 ns
- Hold path depth: 2
- Combinational Power Share: about 8.8%
- Port Buffers: about 450
- Critical-path cell with the highest stage delay: edfxtp_1
- Slew HR: between 60% and 70%
- Unique cell type count in the Yosys netlist: 5
- CP Launch Type: flip-flop
- Power, Total: 21.5 mW
- Crit-path cells: buf_12
- Buffers & Inverters on Critical Path: 1
- Drc violations: 0
- Cell type with the largest total area: edfxtp_1
- Post-synth EDFFs: around 190
- Internal power: ~17 mW
- Chip Area: between 80,000 and 90,000 um^2
- Setup crit end kind: output port
- Ys flops: 224
- Vias/cell: between 2 and 3
- Cells after DPL: around 1,700
- Area growth syn-to-layout: 84.3%
- Top cell area share: between 80% and 90%
- Critical Path RT: 0.80 ns
- Initial antenna violation count: 11
- DRT iter0 DRCs: around 160
- Pre-Place Util: 9.11%
- Sequential share of power: 51.5%
- Hold EP: IR_W[6]
- Worst hold path class: input port to flip-flop
- Post-synthesis chip area from yosys: around 6600 um^2
- Ports: 450
## final cells by class
class,count,area (um^2),share of cell area (%)
Multi-Input combinational cell,32,200,1.64
Sequential cell,224,6420,52.5
Tap cell,959,1200,9.82
Clock inverter,17,124,1.01
Clock buffer,28,637,5.21
Antenna cell,2,5.00,0.0409
Timing Repair Buffer,466,3630,29.7
Inverter,1,7.51,0.0614
## placed cells by master (no fill, tap or decap)
cell             count
dlygate4sd2_1        1
clkbuf_16           25
buf_6                2
edfxtp_1           192
inv_6                3
clkinvlp_4           1
bufinv_16            1
buf_12               4
clkdlybuf4s50_1    224
inv_8                1
clkinv_2             5
buf_16               1
clkinv_4             1
dfxtp_1             24
dfxtp_2              8
bufbuf_16            2
clkinv_1             6
buf_4               11
diode_2              2
buf_2              221
nor2b_1             32
clkbuf_1             3
## power by group through the flow
stage	logic, mW	registers, mW	clock network (mW)
6_report	1.90	11.1	8.55
5_1_grt	2.08	11.2	9.31
4_1_cts	1.98	11.1	8.99
## state kept, by name, summed over array words and instances (netlist names)
signal  count
MDO_W      32
PC_W       32
DR_W       32
IR_W       32
PC8_W      32
AO_W       32
PC4_W      32
## worst max path at each step
stage / start / slack [ns] / to / cells after the start
finish: AO_W[30] / -0.33 / AO_W[30] / 1
global route: AO_W[30] / -0.38 / AO_W[30] / 1
CTS: AO_W[30] / -0.40 / AO_W[30] / 1
## per-stage QoR
| step | setup TNS (ns) | hold WS (ns) |
|---|---|---|
| after CTS | -60.19 | 0.138 |
| after floorplan | -486.99 | 0.272 |
| after global routing | -61.06 | 0.170 |
| after global placement | -125.01 | 0.682 |
| final | -46.41 | 0.201 |
| after detailed placement | -122.81 | 0.679 |
## routing by layer
| layer | track usage, % | part of all wire [%] | vias up |
|---|---|---|---|
| met5 | 0.406 | 0.44 | - |
| met2 | 8.81 | 42 | 366 |
| met1 | 6.46 | 36 | 1933 |
| met4 | 1.53 | 3.1 | 12 |
| li1 | - | - | 1980 |
| met3 | 5.15 | 19 | 40 |
## logic make-up after synthesis
group / after synthesis / synth area share (%)
DFF: 224 / 96.6
and+or+nand+nor: 32 / 3.02
buffers and inverters: 4 / 0.396
## timing repair
item	CTS	global route
setup buffers	1	0
cloned	2	0
hold buffers	0	0
gates resized	742	4
setup endpoints to repair	288	224
Power and IR drop assume default switching activity.
