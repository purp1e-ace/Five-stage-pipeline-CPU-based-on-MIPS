<file path="flow/run.sh">
#!/bin/bash
# OpenROAD 26Q1-2900-gdf79404cd8, Yosys 0.63+post, stock flow scripts
make -C /OpenROAD-flow-scripts/flow DESIGN_CONFIG=/design/flow/config.mk WORK_HOME=/design/flow/orfs finish
</file>
<file path="flow/config.mk">
export PLATFORM = sky130hd
export DESIGN_NAME = EX_MEM
export DESIGN_NICKNAME = EX_MEM
export VERILOG_FILES = /design/flow/design.v
export SDC_FILE = /design/flow/constraint.sdc
export NUM_CORES = 4
export LEC_CHECK = 1
export CORE_AREA = 10 10 281 281
export DIE_AREA = 0 0 291 291
</file>
<file path="flow/constraint.sdc">
current_design EX_MEM

set clk_period 1.0
set clk_io_pct 0.2

create_clock -name clk0 -period $clk_period [get_ports {clk}]

set non_clock_inputs [all_inputs -no_clocks]
set_input_delay [expr $clk_period * $clk_io_pct] -clock clk0 $non_clock_inputs
set_output_delay [expr $clk_period * $clk_io_pct] -clock clk0 [all_outputs]
</file>
<file path="flow/design.v">
`timescale 1ns / 1ps
module EX_MEM(
    input clk,
    input reset,
    input [31:0] IR_E,
    input [31:0] PC_E,
    input [31:0] PC4_E,
    input [31:0] PC8_E,
    input [31:0] ALU,
	 input [31:0] MUL_DIV,
    input [31:0] RT_E,
    output reg [31:0] IR_M,
    output reg [31:0] PC_M,
    output reg [31:0] PC4_M,
    output reg [31:0] PC8_M,
    output reg [31:0] AO_M,
	 output reg [31:0] MDO_M,
    output reg [31:0] RT_M
    );
	 initial begin
		IR_M = 32'h00000000;
	 end
	 always @(posedge clk) begin
		if(reset) begin
			IR_M = 32'h00000000;
		end
		else begin
			IR_M = IR_E;
			PC_M = PC_E;
			PC4_M = PC4_E;
			PC8_M = PC8_E;
			AO_M = ALU;
			MDO_M = MUL_DIV;
			RT_M = RT_E;
		end
	 end
endmodule
</file>
==> out/metrics.cfg <==
[routing]
drc_errors = 0
avgViaCountPerCell = 2.53
drt-initial-drc-count = 111
routed_wirelength_um = 27700
wl_per_cell_um = 16.0
via_count = 4374
detail_route.first_pass.iterations = 4
antenna_violating_nets_post_route = 0

[clock_network]
cts_max_level = 1
numCtsBuffers = 24
cts_buffer_depth = 3
cts_tree = built
root_buffer = clkbuf_16
cts_sinks = 224
clkSlewWorstSetupHoldPaths_ps = 60
holdBufCountCts = 0

[worst_setup_path]
crit_buf_inv = 1
critical_path_required_ps = 800
worst-setup-path-type = reg2out
critPathCaptureType = output port
crit_fanout = 1
timing.critical_path.cells = buf_4
critPathLaunchType = flip-flop
crit_path_leading_delay_family = flip-flops
crit_path_max_cell_delay_ps = 490
worst_path_max_delay_cell = edfxtp_1
worst_ep_arrival_time_ps = 1210

[logic_synthesis]
ys_seq_share_pct = 96.6
synth.area.top_cells = edfxtp_1 87%, dfxtp_1 9.7%, nor2b_1 3.0%, buf_4 0.34%, inv_1 0.057%
postSynthRegisterBits = 224
post-synth-top-area-cell = edfxtp_1
post_synth_mux_area_share_pct = 0
yosysCellCount = 260
synth-area-yosys_mm2 = 0.00663
synthesis.area_mm2 = 0.00663
yosysTopAreaCellShare_pct = 86.9
post_synth_inst_count = 260
post_synth_and_or_nand_nor_area_fraction_pct = 3.02
ys_top_logic_family = simple AND/OR/NAND/NOR gates
postSynthAreaPerCell_um2 = 25.5
parity_gate_share_of_the_synthesized_area_counting_xor_and_xnor_cells_pct = 0
number_of_warnings_issued_by_yosys = 1
synthDistinctLibCells = 5
synth_adder_area_share_pct = 0
yosys.area_share.aoi_pct = 0

[timing]
worst_slack_ps = -408
hold_viol_final = 0
final_min_period_over_clock_period_pct = 141
fmax_ghz = 0.710
period_minus_slack_ps = 1410
slew-limit-headroom_pct = 76.9
rsz_0062_raised_after_global_routing = yes
final-setup-viol-count = 224
hold_slack_final_ps = 205
max_slew.worst_pin.slew_ps = 346
slew_viol_final = 0

[global_route]
grt_remaining_overflow = 0
grt_antenna_before_repair = 16
grt_start_max_net_pins = 39
via_count_of_the_first_global_routing_pass = 4779
grt_first_pass_wirelength_um = 37400
gr-usage-all-layers_pct = 6.32

[layout]
flow.area_growth_from_synthesis_pct = 86.3
layout_top_cell = clkdlybuf4s50_1
nFillCells = 7964
lay_top_cells = 224 x clkdlybuf4s50_1, 218 x buf_2, 192 x edfxtp_1, 32 x nor2b_1, 25 x clkbuf_16
final_cell_count_no_fill = 1732
area_of_all_sequential_standard_cells_mm2 = 0.00642
logic_area_um2 = 200
drive_gt1_share_pct = 38.2

[power]
power.density_cell_area_mw_per_mm2 = 1810
power_leakage_nw = 4.58
worst_ir_drop_vdd_uv = 1160

[flow_run]
total_number_of_warnings_across_the_stage_logs = 28
max-cap-violations = 0

[outcome]
outcome = finished, violations left
failed_checks = setup timing

[floorplan]
chipWidth_um = 291
chip_area_mm2 = 0.0847
core_mm2 = 0.0728
chipHeight_um = 291
core.rowCount = 99
io_pins = 450
fp_util_pct = 9.11

[place]
place_inst = 1679
port-buffer-count = 449
gp_routability_congestion = 0.793
detailed_place_hpwl_um = 22800

[min_path]
min-delay-path-class = in2reg

==> repair_timing <==
action                                  4_1_cts  5_1_grt
endpoints found under the setup margin      293      224
gates cloned                                  2        0
gates resized                               755        4
buffers inserted                              4        0
==> path summary, 6_finish.rpt <==
| check | start | end | slack (ps) | cells past startpoint |
|---|---|---|---|---|
| worst max-delay path | RT_M[5] | RT_M[5] | -410 | 1 |
| worst min-delay path | IR_E[27] | IR_M[27] | 200 | 2 |
==> registers in the layout, summed over array words and instances (netlist names) <==
| register | count |
|---|---|
| AO_M | 32 |
| IR_M | 32 |
| MDO_M | 32 |
| PC4_M | 32 |
| PC8_M | 32 |
| PC_M | 32 |
| RT_M | 32 |
==> synth_stat cells <==
cell type	instances
dfxtp_1	32
inv_1	1
buf_4	3
edfxtp_1	192
nor2b_1	32
==> cell type report <==
type,count,area share [%]
Sequential cell,224,52.0
Timing Repair Buffer,469,29.8
Tap cell,959,9.71
Clock buffer,31,5.24
Multi-Input combinational cell,32,1.62
Clock inverter,12,1.52
Antenna cell,4,0.0810
Inverter,1,0.0607
==> per-layer routing <==
metal	wire, um	part of all wire [%]	track usage, %	up-vias
li1	-	-	-	1983
met1	9210	33	6.33	1967
met2	11900	43	9.44	360
met3	5670	20	5.96	46
met4	745	2.7	1.40	18
met5	124	0.45	0	-
==> cells by family after synthesis <==
group	after synthesis
simple gates	32
buf+inv	4
flops	224
==> power breakdown <==
part	internal, mW	switching (mW)	total, mW	leakage (nW)
clock	5.84	3.55	9.39	0.409
combinational	1.33	0.572	1.90	2.02
sequential	10.9	0.180	11.1	2.15
==> metrics by stage <==
| step | utilization (%) | worst slack (ps) | power [mW] | TNS (ps) | area (um^2) |
|---|---|---|---|---|---|
| 2_1_floorplan | - | -2540 | 11.3 | -486990 | 6650 |
| 3_3_place_gp | 17.1 | -590 | 13.9 | -116720 | 12500 |
| 3_5_place_dp | 17.1 | -614 | 13.9 | -120190 | 12500 |
| 4_1_cts | 16.9 | -513 | 22.9 | -59210 | 12300 |
| 5_1_grt | 17.0 | -544 | 23.4 | -60340 | 12300 |
| 6_report | 17.0 | -408 | 22.4 | -46050 | 12400 |
No activity file was given, so power comes from the tool's default toggle rates.
